[design/flow/config.mk]
export PLATFORM = sky130hd
export DESIGN_NAME = HE_Calc
export DESIGN_NICKNAME = HE_Calc
export VERILOG_FILES = /design/flow/design.v
export SDC_FILE = /design/flow/constraint.sdc
export NUM_CORES = 4
export LEC_CHECK = 1
export CORE_AREA = 10 10 70 70
export DIE_AREA = 0 0 80 80
export SYNTH_MEMORY_MAX_BITS = 65536
[design/flow/run.sh]
#!/bin/bash
# OpenROAD 26Q1-2900-gdf79404cd8, Yosys 0.63+post, stock flow scripts
make -C /OpenROAD-flow-scripts/flow DESIGN_CONFIG=/design/flow/config.mk WORK_HOME=/design/flow/orfs finish
[design/flow/design.v]
`timescale 1ns / 1ps
 module HE_Calc(
    clk,
    HE_Start,
    reset,
    din,
    dst_out,
    we1,
    we2,
    state
);
parameter DWIDTH    = 8;
parameter AWIDTH    = 21;
parameter MEM_SIZE  = 545920;
parameter TOTAL_PIX = 1091840;
parameter MAX_VALUE = 256;
parameter IDLE      = 7'b0000001;
parameter INIT      = 7'b0000010;
parameter HIST1_LUT = 7'b0000100; 
parameter HIST2_LUT = 7'b0001000;
parameter CDF_LUT   = 7'b0010000;
parameter DST_LUT   = 7'b0100000;
parameter DONE      = 7'b1000000;
input                   clk;
input                   reset;
input                   we1;
input                   we2;
input                   HE_Start;
input      [DWIDTH-1:0] din;
output reg [AWIDTH-1:0] dst_out;
output     [6:0]        state;
reg init_done, hist1_done, hist2_done, cdf_done, dst_done, out_done;
reg [6:0] current_state;
reg [6:0] next_state;
reg [AWIDTH-1:0] counter;
reg [AWIDTH-1:0] calcGrayHist [0:MAX_VALUE-1];
reg [AWIDTH-1:0] CDF          [0:MAX_VALUE-1];
reg [AWIDTH-1:0] DST          [0:MAX_VALUE-1];
reg [DWIDTH-1:0] din_reg;
reg [6:0] prev_state;
reg init_start, hist1_start, hist2_start, cdf_start, dst_start, out_start;
assign state = current_state;
always @(posedge clk or posedge reset) begin
    if (reset)
        prev_state <= IDLE;
    else
        prev_state <= current_state;
end
always @(posedge clk) begin
    if (current_state != prev_state) begin
        case (current_state)
            INIT      : init_start  <= 1;
            HIST1_LUT : hist1_start <= 1;
            HIST2_LUT : hist2_start <= 1;
            CDF_LUT   : cdf_start   <= 1;
            DST_LUT   : dst_start   <= 1;
            DONE      : out_start   <= 1;
        endcase
    end
end
always @ (*) begin
    case(current_state)
        IDLE      : next_state = (HE_Start == 1)    ? INIT      : IDLE;
        INIT      : next_state = (init_done == 1)   ? HIST1_LUT : INIT;
        HIST1_LUT : next_state = (hist1_done == 1)  ? HIST2_LUT : HIST1_LUT;
        HIST2_LUT : next_state = (hist2_done == 1)  ? CDF_LUT   : HIST2_LUT;
        CDF_LUT   : next_state = (cdf_done == 1)    ? DST_LUT   : CDF_LUT;
        DST_LUT   : next_state = (dst_done == 1)    ? DONE      : DST_LUT;
        DONE      : next_state = (out_done == 1)    ? IDLE      : DONE;
        default   : next_state = current_state;  
    endcase
end
always @ (posedge clk or posedge reset) begin
    if (reset)
        current_state <= IDLE;
    else
        current_state <= next_state;
end
always @(posedge clk) begin
    din_reg <= din;  
end
always @ (posedge clk) begin
    case(current_state)
        IDLE : begin
            if(HE_Start) begin
                init_done  <= 0; init_start <= 1;
                hist1_done <= 0; hist1_start <= 0;
                hist2_done <= 0; hist2_start <= 0;
                cdf_done   <= 0; cdf_start   <= 0;
                dst_done   <= 0; dst_start   <= 0;
                out_done   <= 0; out_start   <= 0;
                counter    <= 0;
            end
        end
        INIT : begin
            if (init_start) begin
                counter <= 0;
                init_start <= 0;
            end else if(counter < MAX_VALUE) begin
                calcGrayHist[counter] <= 0;
                CDF[counter]          <= 0;
                DST[counter]          <= 0;
                counter <= counter + 1;
            end else begin
                init_done <= 1;
            end
        end
        HIST1_LUT : begin
            if (hist1_start) begin
                counter <= 0;
                hist1_start <= 0;
            end else if(we1 && (counter < MEM_SIZE)) begin
                calcGrayHist[din_reg] <= calcGrayHist[din_reg] + 1;
                counter <= counter + 1;
            end else if(counter == MEM_SIZE) begin
                hist1_done <= 1;
                hist2_start <= 1;
            end
        end
        HIST2_LUT : begin
            if (hist2_start) begin
                counter <= 0;
                hist2_start <= 0;
            end else if(we2 && (counter < MEM_SIZE)) begin
                calcGrayHist[din_reg] <= calcGrayHist[din_reg] + 1;
                counter <= counter + 1;
            end else if(counter == MEM_SIZE) begin
                hist2_done <= 1;
                cdf_start <= 1;
            end
        end
        CDF_LUT : begin
            if (cdf_start) begin
                counter <= 0;
                cdf_start <= 0;
            end else if(counter < MAX_VALUE) begin
                if (counter == 0)
                    CDF[0] <= calcGrayHist[0];
                else
                    CDF[counter] <= CDF[counter - 1] + calcGrayHist[counter];
                counter <= counter + 1;
            end else begin
                cdf_done <= 1;
                dst_start <= 1;
            end
        end
        DST_LUT : begin
            if (dst_start) begin
                counter <= 0;
                dst_start <= 0;
            end else if (counter < MAX_VALUE) begin
                DST[counter] <= (CDF[counter] * (MAX_VALUE - 1) + (TOTAL_PIX >> 1)) / TOTAL_PIX;
                counter <= counter + 1;
            end else begin
                dst_done <= 1;
                out_start <= 1;
            end
        end
        DONE : begin
            if (out_start) begin
                counter <= 0;
                out_start <= 0;
            end else if(counter < MAX_VALUE) begin
                dst_out <= DST[counter];
                counter <= counter + 1;
            end else begin
                out_done <= 1;
            end
        end
    endcase
end
endmodule
[design/flow/constraint.sdc]
current_design HE_Calc

set clk_period 1.0
set clk_io_pct 0.2

create_clock -name clk0 -period $clk_period [get_ports {clk}]

set non_clock_inputs [all_inputs -no_clocks]
set_input_delay [expr $clk_period * $clk_io_pct] -clock clk0 $non_clock_inputs
set_output_delay [expr $clk_period * $clk_io_pct] -clock clk0 [all_outputs]
==> out/metrics.cfg <==
[synthesis]
ys_ff = 7
syn-cell-area_um2 = 400
ys_seq_frac = 0.441
yosysWarningCount = 13
top_area_frac = 0.394
avgSynthCellArea_um2 = 9.77
synth.distinct_cells = 10
synthCells = 41
yosys.area.top_type = buf_4
yosys_cells = 41
yosysChipArea_um2 = 400
synthTopCellsByArea = buf_4 39%, dfrtp_1 38%, dfstp_2 6.6%, clkbuf_1 4.7%, nor4_2 3.1%

[clock_tree]
clkSlewWorstSetupHoldPaths_ns = 0.05
cts.htree.levels = 1
cts_buffers = 3
clkLatencyLatePin_ns = 0.25
cts.sinks = 7
cts.path.max_buffers = 2
cts_tree = yes
cts_root_buffer = clkbuf_4
cts_hold_buf = 0

[power_and_ir_drop]
p_per_area_nw_per_um2 = 1160
p_total_uw = 589
vdd_drop_max_mv = 0.196
leakagePower_nw = 0.277

[final_timing]
period_needed_ns = 1.05
finalSetupTns_ns = -0.0957
period_used_share = 1.05
rsz0062_at_grt = true
final_max_slew_viol_count = 0
setup_viol = 2
worst_slack_ns = -0.0548
fmax_mhz = 948
timing.hold.ws_ns = 0.174
hold_viol_final = 0
fin_skew_ns = 0.00793

[worst_setup_path]
end_kind = output pin
reg2reg_slack_ns = -0.04
arrival_ns = 0.85
crit_buf_inv = 1
path_cells = buf_2
cp_max_fo = 2
cp-start-kind = flip-flop
cp_slowest_cell = dfstp_2
worstSetupPathType = reg -> out
crit_family = flip-flops
max_stage_delay_ns = 0.52
crit_required_ns = 0.80

[routing]
vias = 231
wl_um = 816
drtPass1Iterations = 2
vias_per_cell = 2.29
wire_per_inst_um = 8.08
ant_nets = 0
num_antenna_cells = 0
drt_iter0_markers = 12
drcViolationCount = 0

[place]
port_buffers = 9
dp.cells = 93
dpl.hpwl_um = 669
place.gp.congestion = 0.695
place_area_um2 = 469

[floorplan]
die_area_um2 = 6400
die_x_um = 80
core_area_um2 = 3420
ioPinCount = 41
fp_util = 0.117
dieHeight_um = 80
num_rows = 21

[run]
tool_warnings = 37
maxCapViolCount = 0

[final_layout]
fillers = 390
top_regs = current_state (7)
top_register = current_state
syn_to_final_growth_pct = 26.6
largest_reg_flops = 7
logic_area_um2 = 120
stdcell_area_um2 = 507
drive_above_1_share = 0.345
flop_area_um2 = 176
finalNonFillerCells = 101

[status]
status = finished with violations
violations = setup timing

[global_route]
grt_pass1_wl_mm = 1.36
grt_overflow_total = 0
grtUsageTotal = 0.0247
grt_max_degree = 8
antenna_found_initial = 0
grt_pass1_vias = 311

[hold_path]
holdCritPathClass = in -> async

-- cells in the mapped netlist (all sizes together) --
| library cell | count |
|---|---|
| dfstp | 1 |
| a41o | 1 |
| inv | 3 |
| dfrtp | 6 |
| a31oi | 1 |
| nor4 | 1 |
| nor2 | 1 |
| clkbuf | 5 |
| buf | 21 |
| conb | 1 |
-- cell type report --
cell class / count / area share
inverters: 3 / 0.0222
well taps: 46 / 0.114
multi-input cells: 25 / 0.237
clock buffers: 4 / 0.0519
flip-flops and latches: 7 / 0.348
repair buffers: 16 / 0.227
-- per-stage QoR --
stage,util,setup WS (ns)
final,0.148,-0.0548
after global routing,0.148,-0.103
after CTS,0.149,-0.0693
after detailed placement,0.137,-0.168
after global placement,0.137,-0.170
after floorplan,-,0.0965
-- cells by family after synthesis --
family	count (synthesis)	synth area share
buffers and inverters	29	0.469
other	1	0.00937
and+or+nand+nor	2	0.0406
AOI/OAI and AO/OA	2	0.0406
DFF	7	0.441
-- what timing repair did --
item                                    CTS  global route
resized                                  21             4
pin swaps                                 1             2
buffers inserted                          4             0
endpoints found under the setup margin    7             5
hold endpoints to repair                  0             0
-- layout by cell type (no fill, tap or decap), drive strengths merged --
cell	n
inv	3
conb	21
clkdlybuf4s50	2
dfstp	1
a31oi	1
nor2	1
buf	12
dfrtp	6
clkbuf	6
a41o	1
nor4	1
-- path summary, 6_finish.rpt --
kind / cells after the start / from / endpoint
worst max-delay path: 1 / current_state[0]$_DFFE_PP1P_ / state[0]
worst min register to register: 1 / current_state[6]$_DFFE_PP0P_ / current_state[6]$_DFFE_PP0P_
worst max register to register: 3 / current_state[4]$_DFFE_PP0P_ / current_state[1]$_DFFE_PP0P_
max in group asynchronous: 2 / reset / current_state[0]$_DFFE_PP1P_
min in group clk0: 1 / current_state[6]$_DFFE_PP0P_ / current_state[6]$_DFFE_PP0P_
worst min-delay path: 2 / reset / current_state[3]$_DFFE_PP0P_
-- per-layer routing --
layer | share of wire | global-route usage | routed length, µm | vias up
met5 | 0 | 0 | 0 | -
met4 | 0 | 0.00880 | 0 | 0
met3 | 0.088 | 0.0114 | 72 | 0
met2 | 0.45 | 0.0393 | 367 | 20
met1 | 0.46 | 0.0283 | 376 | 102
li1 | - | - | - | 109
-- report_power, final --
part | switching [mW] | internal (mW) | total [mW] | leakage, nW
Sequential | 0.00328 | 0.294 | 0.297 | 0.0898
Clock | 0.0949 | 0.152 | 0.247 | 0.0150
Combinational | 0.0202 | 0.0252 | 0.0454 | 0.172
Power and IR drop assume default switching activity.
